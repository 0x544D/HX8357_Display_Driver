==> /design/flow/design.v <==
module HX8357_controller (
	input clk,    	 
	input nres,  	 
	input [15:0] data_in,
	input cmd,
	input data,
	output logic transmission_cmpl,
	output logic CSx,
	output logic RESx,
	output logic DCx,
	output logic WRx,
	output logic RDx,
	output logic [15:0] DATAx
);
	enum {IDLE, SETUP_TRANS_CMD, SETUP_TRANS_DATA, WRITE_CYCLE_PREPARE, WRITE_CYCLE_COMMIT} state;
	logic cmd_phase;
	always_ff @(posedge clk or negedge nres) begin
		if(~nres) begin
			state <= IDLE;
			transmission_cmpl <= 0;
			cmd_phase <= 0;
			RESx <= 0;
			CSx <= 1;
			DCx <= 1;
			WRx <= 1;
			RDx <= 1;
			DATAx <= 16'h0;
		end else begin
			RESx <= 1;
			transmission_cmpl <= 0;
			case (state)
				IDLE: begin
					CSx <= 1;
					if(cmd) begin
						state <= SETUP_TRANS_CMD;
					end else if(data) begin
						state <= SETUP_TRANS_DATA;
					end
				 end
				SETUP_TRANS_CMD: begin
					CSx <= 0;
					DCx <= 0;
					RESx <= 1;
					RDx <= 1;
					state <= WRITE_CYCLE_PREPARE;
					cmd_phase <= 1;
				end
				SETUP_TRANS_DATA: begin
					CSx <= 0;
					DCx <= 1;
					RESx <= 1;
					RDx <= 1;
					state <= WRITE_CYCLE_PREPARE;
					cmd_phase <= 0;
				end				
				WRITE_CYCLE_PREPARE: begin
					WRx <= 0;
					DATAx <= data_in;
					transmission_cmpl <= 1;
					state <= WRITE_CYCLE_COMMIT;
				end
				WRITE_CYCLE_COMMIT: begin
					WRx <= 1;
					if(cmd || data) begin
						if(cmd_phase) begin
							if(cmd) begin
								state <= WRITE_CYCLE_PREPARE;
							end else begin
								state <= SETUP_TRANS_DATA;
							end
						end else begin
							if(cmd) begin
								state <= SETUP_TRANS_CMD;
							end else begin
								state <= WRITE_CYCLE_PREPARE;
							end
						end
					end else begin
						state <= IDLE;
					end
				end
				default :  ;
			endcase
		end
	end
endmodule
==> /design/flow/run.sh <==
#!/bin/bash
# OpenROAD 26Q1-2900-gdf79404cd8, Yosys 0.63+post, stock flow scripts
make -C /OpenROAD-flow-scripts/flow DESIGN_CONFIG=/design/flow/config.mk WORK_HOME=/design/flow/orfs finish
==> /design/flow/config.mk <==
export PLATFORM = sky130hd
export DESIGN_NAME = HX8357_controller
export DESIGN_NICKNAME = HX8357_controller
export VERILOG_FILES = /design/flow/design.v
export SDC_FILE = /design/flow/constraint.sdc
export NUM_CORES = 4
export LEC_CHECK = 1
export CORE_AREA = 10 10 94 94
export DIE_AREA = 0 0 104 104
==> /design/flow/constraint.sdc <==
current_design HX8357_controller

set clk_period 2.3
set clk_io_pct 0.2

create_clock -name clk0 -period $clk_period [get_ports {clk}]

set non_clock_inputs [all_inputs -no_clocks]
set_input_delay [expr $clk_period * $clk_io_pct] -clock clk0 $non_clock_inputs
set_output_delay [expr $clk_period * $clk_io_pct] -clock clk0 [all_outputs]
==> run summary <==
Physical design

By instance count after routing, the leading logic cell types are 40 x sky130_fd_sc_hd__clkdlybuf4s50_1, 22 x sky130_fd_sc_hd__dfrtp_1, 11 x sky130_fd_sc_hd__mux2_1. The register share after synthesis stands at 68.1%. Looking at the clock tree report, the root buffer type is sky130_fd_sc_hd__clkbuf_8. From the final report, the count of setup violators was given as 0. In the per-layer summary, the met1 wirelength comes to 1.10 mm. The vias per cell stands at 3.09. The path class of the tightest hold or removal check is reg -> reg. The worst setup path is captured at an output pin. The pin count of the biggest net entering global routing stands at 27.

The remaining number of nets flagged by the antenna check after routing stands at 0. The number of global-route vias before repair came to 694. The total iterations of the first detailed-routing run stands at 2. The detailed route wirelength on metal3 stands at 154 um. The post-route netlist has 15.0% of its cells at a drive strength greater than 1. The flop and latch count out of synthesis stands at 26. The CTS log lists the clock sinks for this run as 26.

The number of instances in the synthesized netlist stands at 63. The core utilization at floorplan stands at 14.1%. The number of top-level design ports stands at 42.

The peak ir drop on the vdd network stands at 0.353 mV. The critical path is of the reg -> out type. The startpoint identified for the worst register-to-register timing path is state[1]$_DFF_PN0_. Per the hold report, the tightest min-delay path originates at state[2]$_DFF_PN0_. The critical path buffer and inverter count stands at 1. Before any placement, the netlist area is recorded as 962 sq um. The initial antenna violation count stands at 0. The DRC violation count after routing stands at 0. The leakage power in the latest report is 0.621 nW. The timing report attributes the biggest portion of critical-path delay to flip-flops.

The count of vias placed by the detailed router stands at 627. The maximum single-stage delay on the critical path stands at 0.54 ns. The total routing usage reported by global routing stands at 4.23%. The final timing report lists clock skew as 0.00124 ns. The area recorded from the Yosys report for this design is 962 sq um. The hold violation count in the final report stands at 0. The worst hold slack after final layout stands at 0.472 ns. Per the timing report, the biggest fanout along the worst path comes to 2. The number of inserted diodes stands at 0. Data on the critical path is required at its endpoint by 1.84 ns. The overall overflow remaining after global route stands at 0. The power density over the cells stands at 1180 nW/um^2. The hold buffer count at CTS stands at 0. CTS built an H-tree with a depth of 1. For the worst-skew pair, the clock arrives at the later sink with an insertion delay of 0.27 ns.

The stage-log warning count stands at 25. The die outline area stands at 10800 sq um. According to the timing report, the critical path is launched from WRx$_DFFE_PN1P_. The clock tree buffer depth stands at 2. The die is 104 um wide. The post-CTS repair timing setup buffer count stands at 0. The first global-routing pass estimated 3.74 mm of wire.

The post-CTS resize count stands at 0. The final timing report lists a max-slew violation count of 0. The weighted congestion reported at the end of routability-driven placement stands at 0.689. In this run the critical path is formed by clkdlybuf4s50_1. On the critical path the data arrives at 1.29 ns.

The placement stage leaves a total instance area of 1480 sq um. After routing the design area is 1530 sq um. The number of standard-cell rows in the floorplan stands at 30. The region available for standard cell placement spans 6830 sq um.

The final layout reports a setup TNS of 0 ns. The detailed-route wire length stands at 2.29 mm. By instance count after routing, the leading logic cell type is sky130_fd_sc_hd__clkdlybuf4s50_1. The placement report lists the number of port buffers as 40. Per the detail_route report, routed wire per instance is 11.3 um. The run finished with clean final reports. The die outline height stands at 104 um. The worst setup path is launched from a flip-flop. The reported max-cap violation count stands at 0. Looking at the critical path, the single cell with the biggest stage delay is sky130_fd_sc_hd__dfstp_2. TritonCTS built the clock tree. After layout, the design draws a total of 1.80 mW. The wire-length estimate of the detail-placed layout is 1.67 mm.

Setup repair after global routing left no endpoint under its margin. The first routing iteration left 6 violations. In the detailed route, the total length drawn on met2 is 994 um. A synthesized cell averages 15.3 sq um.

The warning tally printed by Yosys for this design is 1. The number of library cell types mapped by synthesis stands at 19. The upper clock frequency limit stands at 0.570 GHz. The number of cell instances after yosys synthesis stands at 63. The final period demand of the worst path stands at 1.75 ns.

The part of the cycle the worst path needs stands at 76.2%. The highest metal layer carrying signal wires in the routed design is met4. The area growth from synthesis to layout is 59.3%. The clock edge transition at the registers on the reported setup and hold paths stands at 0.10 ns. The TritonCTS buffer count stands at 3.
==> flip-flops by register name (all words and copies together), names as in the netlist <==
register / flops
state: 5
RESx: 1
WRx: 1
CSx: 1
DATAx: 16
cmd_phase: 1
DCx: 1
==> cell type report <==
class / count / area, sq um
well taps: 96 / 120
flip-flops and latches: 26 / 656
fillers: 751 / 5300
multi-input cells: 33 / 279
clock buffers: 4 / 55.1
repair buffers: 42 / 415
inverters: 2 / 7.51
==> layer usage <==
| layer | track usage, % | up-vias |
|---|---|---|
| li1 | - | 300 |
| met1 | 5.93 | 299 |
| met2 | 6.17 | 24 |
| met3 | 1.57 | 4 |
| met4 | 0.696 | 0 |
| met5 | 0 | - |
==> synth_stat cells <==
master / count / area (sq um)
sky130_fd_sc_hd__a21o_1: 2 / 15.0
sky130_fd_sc_hd__mux2_1: 11 / 124
sky130_fd_sc_hd__a21oi_1: 1 / 5.00
sky130_fd_sc_hd__or4_1: 1 / 7.51
sky130_fd_sc_hd__nor3_1: 2 / 10.0
sky130_fd_sc_hd__nor2b_1: 1 / 6.26
sky130_fd_sc_hd__mux2_2: 5 / 56.3
sky130_fd_sc_hd__buf_6: 1 / 11.3
sky130_fd_sc_hd__conb_1: 1 / 3.75
sky130_fd_sc_hd__nor3b_1: 1 / 7.51
sky130_fd_sc_hd__buf_4: 1 / 7.51
sky130_fd_sc_hd__buf_2: 1 / 5.00
sky130_fd_sc_hd__nor4bb_1: 1 / 10.0
sky130_fd_sc_hd__inv_1: 2 / 7.51
sky130_fd_sc_hd__dfrtp_1: 22 / 551
sky130_fd_sc_hd__o21a_1: 1 / 7.51
sky130_fd_sc_hd__nor2_1: 4 / 15.0
sky130_fd_sc_hd__and3_2: 1 / 7.51
sky130_fd_sc_hd__dfstp_2: 4 / 105
==> final timing paths <==
kind                                              to  cells past startpoint  slack, ns
worst min-delay path                 CSx$_DFFE_PN1P_                      1       0.47
max in group asynchronous         state[0]$_DFF_PN1_                      2       1.44
worst max register to register    state[4]$_DFF_PN0_                      2       1.11
min in group asynchronous       DATAx[3]$_DFFE_PN0P_                      2       0.56
worst min register to register       CSx$_DFFE_PN1P_                      1       0.47
worst max-delay path                             WRx                      1       0.55
==> logic make-up (layout without fill, tap and decap cells) <==
group	count (synthesis)	after routing	share of synthesized area, %
DFF	26	26	68.1
and+or+nand+nor	11	11	6.63
buffers and inverters	5	48	3.25
muxes	16	16	18.7
other	1	2	0.390
AOI/OAI and AO/OA	4	4	2.86
==> where the power goes <==
part | total, mW | leakage, nW | internal (mW) | switching (mW)
sequential | 0.797 | 0.309 | 0.686 | 0.111
clock | 0.309 | 0.0288 | 0.153 | 0.155
combinational | 0.696 | 0.283 | 0.516 | 0.180
total | 1.80 | 0.621 | 1.36 | 0.446
==> through the flow <==
step | cells | utilization (%) | setup slack [ns]
after floorplan | 64 | - | 1.16
after global placement | 199 | 21.6 | 0.653
after detailed placement | 199 | 21.6 | 0.642
after CTS | 203 | 22.4 | 0.513
after global routing | 203 | 22.4 | 0.487
final | 203 | 22.4 | 0.547
Power and IR drop assume default switching activity.
