==> flow/design.v <==
module HX8357_cont (
	input clk,    	 
	input nres,  	 
	input [15:0] data_in,
	input cmd,
	input data,
	output logic transmission_cmpl,
	output logic CSx,
	output logic RESx,
	output logic DCx,
	output logic WRx,
	output logic RDx,
	output logic [15:0] DATAx
);
	enum {IDLE, CS_LOW, D, C, W_PRE_D, W_PRE_C, W_COMMIT_D, W_COMMIT_C} state, next_state;
	logic DorC, DorC_next;
	logic [15:0] data_sample, data_sample_next;
	always_ff @(posedge clk or negedge nres) begin : STATE_CHANGE
		if(~nres) begin
			state <= IDLE;
			DorC <= 0;
			data_sample <= 16'h0000;
		end else begin
			state <= next_state;
			DorC <= DorC_next;
			data_sample <= data_sample_next;
		end
	end
	always @(state or cmd or data or DorC or data_in or data_sample or nres) begin : NEXT_STATE
		if(~nres) begin
			next_state = IDLE;
			DorC_next = 0;
			data_sample_next = 16'h0000;
		end else begin
			DorC_next = DorC;
			data_sample_next = data_sample;
			case (state)
				IDLE: begin 
					if(cmd || data) begin
						next_state = CS_LOW;
						DorC_next = 0;
					end else begin
						next_state = IDLE;
					end
				end
				CS_LOW: begin
					if(cmd) begin
						next_state = C;
					end else begin
						if(data) begin
							next_state = D;
						end else begin
							next_state = CS_LOW;
						end
					end
				end
				D: begin
					DorC_next = 1;
					next_state = W_PRE_D;
				end
				C: begin
					DorC_next = 0;
					next_state = W_PRE_C;
				end
				W_PRE_D: begin
					next_state = W_COMMIT_D;
					data_sample_next = data_in;
				end
				W_PRE_C: begin
					next_state = W_COMMIT_C;
					data_sample_next = data_in;
				end
				W_COMMIT_D: begin
					if(cmd && !DorC) begin
						next_state = W_PRE_C;
					end else if (cmd && DorC) begin
						next_state = C;
					end else if (data && DorC) begin
						next_state = W_PRE_D;
					end else if (data && !DorC) begin
						next_state = D;
					end else begin
						next_state = IDLE;
					end
				end
				W_COMMIT_C: begin
					if(cmd && !DorC) begin
						next_state = W_PRE_C;
					end else if (cmd && DorC) begin
						next_state = C;
					end else if (data && DorC) begin
						next_state = W_PRE_D;
					end else if (data && !DorC) begin
						next_state = D;
					end else begin
						next_state = IDLE;
					end
				end
				default : next_state = IDLE;
			endcase
		end
	end
	logic [15:0] DATAx_sample;
	always @(state or data_sample_next or nres) begin : OUTPUT
		if(~nres) begin
			CSx = 1;
			RESx = 0;
			DCx = 1;
			WRx = 1;
			RDx = 1;
			DATAx = 16'hzzzz;
			transmission_cmpl = 0;
		end else begin
			CSx = 1;
			RESx = 1;
			DCx = 1;
			WRx = 1;
			RDx = 1;
			DATAx = 16'hzzzz;
			transmission_cmpl = 0;
			case (state)
				IDLE: begin 
					CSx = 1;
					RESx = 1;
					DCx = 1;
					WRx = 1;
					RDx = 1;
					DATAx = 16'hzzzz;
					transmission_cmpl = 0;
				end
				CS_LOW: begin 
					CSx = 0;
					RESx = 1;
					DCx = 1;
					WRx = 1;
					RDx = 1;
					DATAx = 16'hzzzz;
					transmission_cmpl = 0;
				end
				D: begin
					CSx = 0;
					RESx = 1;
					DCx = 1;
					WRx = 1;
					RDx = 1;
					DATAx = 16'hzzzz;
					transmission_cmpl = 0;
				end
				C: begin
					CSx = 0;
					RESx = 1;
					DCx = 0;
					WRx = 1;
					RDx = 1;
					DATAx = 16'hzzzz;
					transmission_cmpl = 0;
				end
				W_PRE_D: begin
					CSx = 0;
					RESx = 1;
					DCx = 1;
					WRx = 0;
					RDx = 1;
					DATAx = data_sample_next;
					transmission_cmpl = 1;
				end
				W_PRE_C: begin
					CSx = 0;
					RESx = 1;
					DCx = 0;
					WRx = 0;
					RDx = 1;
					DATAx = data_sample_next;
					transmission_cmpl = 1;
				end
				W_COMMIT_D: begin
					CSx = 0;
					RESx = 1;
					DCx = 1;
					WRx = 1;
					RDx = 1;
					DATAx = data_sample_next;
					transmission_cmpl = 0;
				end
				W_COMMIT_C: begin
					CSx = 0;
					RESx = 1;
					DCx = 0;
					WRx = 1;
					RDx = 1;
					DATAx = data_sample_next;
					transmission_cmpl = 0;
				end
				default : begin
					CSx = 1;
					RESx = 1;
					DCx = 1;
					WRx = 1;
					RDx = 1;
					DATAx = 16'hzzzz;
					transmission_cmpl = 0;
				end
			endcase
		end
	end
endmodule  
==> flow/run.sh <==
#!/bin/bash
# OpenROAD 26Q1-2900-gdf79404cd8, Yosys 0.63+post, stock flow scripts
make -C /OpenROAD-flow-scripts/flow DESIGN_CONFIG=/design/flow/config.mk WORK_HOME=/design/flow/orfs finish
==> flow/config.mk <==
export PLATFORM = sky130hd
export DESIGN_NAME = HX8357_cont
export DESIGN_NICKNAME = HX8357_cont
export VERILOG_FILES = /design/flow/design.v
export SDC_FILE = /design/flow/constraint.sdc
export NUM_CORES = 4
export LEC_CHECK = 1
export CORE_AREA = 10 10 88 88
export DIE_AREA = 0 0 98 98
==> flow/constraint.sdc <==
current_design HX8357_cont

set clk_period 2.8
set clk_io_pct 0.2

create_clock -name clk0 -period $clk_period [get_ports {clk}]

set non_clock_inputs [all_inputs -no_clocks]
set_input_delay [expr $clk_period * $clk_io_pct] -clock clk0 $non_clock_inputs
set_output_delay [expr $clk_period * $clk_io_pct] -clock clk0 [all_outputs]
==> summary.txt <==
run metrics: CTS Hold Bufs 0, TritonCTS clock tree yes, Cell area leaders dfrtp_1 52%, nand2_1 12%, a21boi_2 8.7%, Critical Path RT 2.24 ns, ys cells 114, Commonest Layout Cell clkdlybuf4s50_1, Top cell area share 51.7%, Netlist cell types 27, clock skew roughly 0.0016 ns, initial antenna violation count 0, Die Span X around 98 um, Max Buffers Root-to-Sink 2, Port Buf Inserts 40, tool warnings 25, Critical Path Fanout Max 10, Pleak roughly 0.67 nW, Clock Latency Late Sink about 0.27 ns, most instantiated logic cells after routing 39 x clkdlybuf4s50_1, 37 x nand2_1, 24 x dfrtp_1, cell count after synthesis 114, final wirelength roughly 2800 um, Tcrit/Tclk final about nine tenths, Worst EP arrival 2.00 ns, placed cell count around 230, startpoint types register, reg-to-reg endpoint data_sample[7], routed vias/inst approximately 3.9, Tot GR Track Use ~5.8%, Tot Pwr just under 700 uW, Remaining DRCs 0, final hold violation count 0, slowest CP cell clkdlybuf4s50_1, post-route ant nets 0, synthesis-to-finish area growth 43.9%, Init Core Util between 10% and 20%, share of cells above drive strength 1 14.3%, Crit Path Category reg2out, cell family with most CP delay buffers and inverters, Synth area leader dfrtp_1, setup tns final 0 ns, WP buf/inv 2, chip footprint roughly 9600 um2, CORE AREA between 5000 and 6000 um2, Hold/Removal Path Class in2async, R2R Setup Slk 1.49 ns, crit-path cells or2_1 > buf_4 > nand2_1 > a21boi_2 > clkdlybuf4s50_1, Post-DP HPWL approximately 2000 um, start of the worst register-to-register path state[5], DRT iter0 DRCs 11, first-pass GRT wire length ~4800 um, Die H slightly below 100 um, TritonCTS buffer count 3, vias around 900, slowest stage delay, CP 0.49 ns, Synthesis Warnings 8, Non-Filler Instances roughly 230, Avg Cell Area, Syn around 10 um2, GPL Wtd Cong roughly 0.81, CTS H-Tree Depth 1, WL/cell 12.0 um, Root Driver clkbuf_8, largest net degree at the start of global routing 29, post_cts resized 0, Critical Path Sink Type output port, RSZ-0062 raised after global routing false, maximum vdd drop around 150 uV, row count 28, status finished, final reports clean, Pre-antenna DRT Iters 4, clk sink count 25, Worst-path clk slew approximately 0.090 ns, Max Clk Rate slightly below 0.4 GHz, Post-synth seq share between 50 and 60%, ant diodes 0, Slew Limit Fails 0, synthesis-stage register bit count 25, Post CTS Setup Buffer Count 0, max cap viols 0, Ports roughly 42, cells on worst reg2reg path 4, Pwr Density slightly above 400 nW/um2, Yosys chip area 1160 um2, number of global-route vias before repair roughly 970, minimum clock period 2.56 ns, grt ovf 0, hold slack between 0.1 and 0.15 ns, Setup-failing EPs final 0, Netlist Area Pre-Place approximately 1200 um2
[cell type report]
type | instances | area [um2]
clock buffer | 3 | 41.3
tap | 75 | 93.8
multi-input combinational | 79 | 460
timing repair buffer | 44 | 438
sequential | 25 | 627
inverter | 2 | 7.51
clock inverter | 1 | 5.00
fill | 634 | 4250
[worst max path at each step]
stage	depth (start not counted)	from	end	slack, ns
after CTS	5	state[5]	DATAx[7]	0.17
after global routing	5	state[5]	DATAx[6]	0.05
final	5	state[5]	DATAx[7]	0.24
[stage by stage]
stage	util, %	setup WS, ns	instance area [um2]
after floorplan	-	1.22	1160
after global placement	27.5	0.430	1630
after detailed placement	27.5	0.406	1630
after CTS	28.3	0.167	1670
after global routing	28.3	0.0505	1670
final	28.3	0.244	1670
[registers in the layout, indices dropped and copies added (netlist names)]
signal / flops
DorC: 1
data_sample: 16
state: 8
[Yosys cell counts, drive strengths merged]
library cell and number:
buf 7, dfstp 1, nand2 38, clkbuf 1
a21oi 4, o21bai 1, or2 1, inv 2
o41ai 1, o21a 1, a21boi 17, and2 3
o31ai 2, dfrtp 24, nor3b 1, nor2b 1
nor4bb 1, nor2 4, conb 1, o21ai 2
o21ba 1
[report_power, final]
group / internal [mW] / total (mW) / switching, mW
sequential: 0.370 / 0.376 / 0.00510
clock: 0.0996 / 0.222 / 0.122
combinational: 0.0553 / 0.0895 / 0.0342
[logic make-up after synthesis]
family / count (synthesis) / synth area share, %
simple gates: 49 / 18.6
other cells: 1 / 0.323
flops: 25 / 53.9
buf+inv: 10 / 6.46
compound gates: 29 / 20.7
[worst reg2reg max path, cell delays in order (launching register included)]
cell and delay (ns):
dfrtp_1 0.43, or2_1 0.32, buf_4 0.24, nand2_1 0.09
a21boi_2 0.16
[per-layer routing]
layer,GRT usage (%),up-vias,share of wire [%]
li1,-,451,-
met2,8.27,25,44
met1,8.34,425,47
met5,0,-,0
met3,2.42,2,8.7
met4,0.671,0,0.73
Power figures rest on the tool's default switching activity, not on a simulated workload.
